$ cat design/flow/design.v
module Traffic_Light_Controller(
    input clk,rst,
    output reg [2:0]light_M1,
    output reg [2:0]light_S,
    output reg [2:0]light_MT,
    output reg [2:0]light_M2
    );
    parameter  S1=0, S2=1, S3 =2, S4=3, S5=4,S6=5;
    reg [3:0]count;
    reg[2:0] ps;
    parameter  sec7=7,sec5=5,sec2=2,sec3=3;
    always@(posedge clk or posedge rst)
        begin
        if(rst==1)
        begin
        ps<=S1;
        count<=0;
        end
        else
            case(ps)
                S1: if(count<sec7)
                        begin
                        ps<=S1;
                        count<=count+1;
                        end
                    else
                        begin
                        ps<=S2;
                        count<=0;
                        end
                S2: if(count<sec2)
                        begin
                        ps<=S2;
                        count<=count+1;
                        end
                    else
                        begin
                        ps<=S3;
                        count<=0;
                        end
                S3: if(count<sec5)
                        begin
                        ps<=S3;
                        count<=count+1;
                        end
                    else
                        begin
                        ps<=S4;
                        count<=0;
                        end
                S4:if(count<sec2)
                        begin
                        ps<=S4;
                        count<=count+1;
                        end
                    else
                        begin
                        ps<=S5;
                        count<=0;
                        end
                S5:if(count<sec3)
                        begin
                        ps<=S5;
                        count<=count+1;
                        end
                    else
                        begin
                        ps<=S6;
                        count<=0;
                        end
                S6:if(count<sec2)
                        begin
                        ps<=S6;
                        count<=count+1;
                        end
                    else
                        begin
                        ps<=S1;
                        count<=0;
                        end
                default: ps<=S1;
                endcase
            end   
            always@(ps)    
            begin
                case(ps)
                    S1:
                    begin
                       light_M1<=3'b001;
                       light_M2<=3'b001;
                       light_MT<=3'b100;
                       light_S<=3'b100;
                    end
                    S2:
                    begin 
                       light_M1<=3'b001;
                       light_M2<=3'b010;
                       light_MT<=3'b100;
                       light_S<=3'b100;
                    end
                    S3:
                    begin
                       light_M1<=3'b001;
                       light_M2<=3'b100;
                       light_MT<=3'b001;
                       light_S<=3'b100;
                    end
                    S4:
                    begin
                       light_M1<=3'b010;
                       light_M2<=3'b100;
                       light_MT<=3'b010;
                       light_S<=3'b100;
                    end
                    S5:
                    begin
                       light_M1<=3'b100;
                       light_M2<=3'b100;
                       light_MT<=3'b100;
                       light_S<=3'b001;
                    end
                    S6:
                    begin 
                       light_M1<=3'b100;
                       light_M2<=3'b100;
                       light_MT<=3'b100;
                       light_S<=3'b010;
                    end
                    default:
                    begin 
                       light_M1<=3'b000;
                       light_M2<=3'b000;
                       light_MT<=3'b000;
                       light_S<=3'b000;
                    end
                    endcase
            end                
endmodule
$ cat design/flow/run.sh
#!/bin/bash
# OpenROAD 26Q1-2900-gdf79404cd8, Yosys 0.63+post, stock flow scripts
make -C /OpenROAD-flow-scripts/flow DESIGN_CONFIG=/design/flow/config.mk WORK_HOME=/design/flow/orfs finish
$ cat design/flow/config.mk
export PLATFORM = sky130hd
export DESIGN_NAME = Traffic_Light_Controller
export DESIGN_NICKNAME = Traffic_Light_Controller
export VERILOG_FILES = /design/flow/design.v
export SDC_FILE = /design/flow/constraint.sdc
export NUM_CORES = 4
export LEC_CHECK = 1
export CORE_AREA = 10 10 85 85
export DIE_AREA = 0 0 95 95
$ cat design/flow/constraint.sdc
current_design Traffic_Light_Controller

set clk_period 2.6
set clk_io_pct 0.2

create_clock -name clk0 -period $clk_period [get_ports {clk}]

set non_clock_inputs [all_inputs -no_clocks]
set_input_delay [expr $clk_period * $clk_io_pct] -clock clk0 $non_clock_inputs
set_output_delay [expr $clk_period * $clk_io_pct] -clock clk0 [all_outputs]
==> results.toml <==
# yosys + openroad results
[run_status]
outcome = "finished clean"

[logic_synthesis]
yosys.area.top_type = "dfrtp_1"
area_leaders = "dfrtp_1 (33%), dfstp_2 (3.9%), nor2_1 (3.9%), a21oi_1 (3.7%), ha_1 (3.7%)"
top_cell_area_share_pct = 33.46
syn_inst = 77
synth.distinct_cells = 32
syn_area_per_cell_sq_um = 8.742
ys.flops = 10
yosys_cells = 77
yosys-stat-area_sq_um = 673.1
yosysWarnings = 1
ys_seq_share_pct = 37.36
syn_area_sq_um = 673.1

[final_layout]
layout_top_cell = "clkdlybuf4s50_1"
drive_gt1_share_pct = 16.67
final_cell_mix = "clkdlybuf4s50_1 (13), dfrtp_1 (9), nor2_1 (7)"
syn_to_final_growth_pct = 30.67

[place]
gp_congestion = 0.8273
dp_hpwl_um = 1200
post-place-ws_ns = 0.5707
io_buffers = 13

[timing]
setup_ws_ns = 0.3258
timing.hold.ws_ns = 0.5155
relSlewSlack_pct = 69.76
finalCritPeriodShare_pct = 87.47
slew_violations = 0
finalHoldViolCount = 0
clock.fmax_ghz = 0.4397
fin_crit_ns = 2.274
skew_ns = 0.007517
rsz0062_at_grt = "no"
worst_pin_slew_ns = 0.4422
finalSetupViolCount = 0
fin_setup_tns_ns = 0

[power]
p_per_area_nw_per_um2 = 404.5
peakVddDrop_mv = 0.1620
power.total_uw = 355.8
leakage_uw = 0.0003533

[clock_network]
cts_buffers = 3
post_cts_buffers = 0
cts.clk_slew.worst_paths_ns = 0.05
cts.htree.levels = 1
cts_resized = 0
cts_sinks = 10
ctsHoldBuffers = 0
clk_latency_ns = 0.24
cts-root-buf = "clkbuf_8"
cts_tree = "built"
cts_buffer_depth = 2

[grt]
grt_max_degree = 12
grt_pass1_vias = 540
grt_pass1_wl_um = 2635
gr-total-overflow = 0
antenna_found_initial = 0
grt_usage_pct = 3.660

[setup_path]
arrival_ns = 1.75
worst_setup_path_start_kind = "register"
path_cells = "or2_2 > or3_1 > clkdlybuf4s50_1"
critPathCaptureType = "output pin"
cp_top_family = "simple AND/OR/NAND/NOR gates"
critPathBufInv = 1
cp_data_required_time_ns = 2.08
slowest_stage = "dfrtp_1"
worst-path-max-fanout = 7
criticalPathCategory = "reg -> out"
slowest_delay_ns = 0.43

[routing]
ant_nets = 0
drc = 0
viasPerCell = 3.513
first_iter_violations = 14
first_pass_iters = 4
wl_per_cell_um = 10.19
route.antenna.diode_count = 0
vias = 548
wl_um = 1590

[floorplanning]
rows = 27
die.size.y_um = 95
core-area_sq_um = 5473
pin_count = 14
chip_area_sq_um = 9025
die_x_um = 95
fp_util_pct = 12.30

[hold_path]
holdCritPathClass = "reg -> reg"

[flow_run]
drv_cap = 0
warnings = 26
-- per-layer routing --
layer	wire [um]	global-route usage, %
met5	0	0
met4	11	0.1247
met3	204	1.923
met2	685	5.778
met1	689	4.600
-- where the power goes --
| part | total [uW] | internal, uW | switching (uW) |
|---|---|---|---|
| Combinational | 4.71 | 1.40 | 3.31 |
| Sequential | 156 | 156 | 0 |
| Clock | 195 | 133 | 61.9 |
-- cells by family (layout without fill, tap and decap cells) --
kind of cell	Yosys count	after routing	synth area share (%)
adder cells (fa/ha/maj)	2	2	3.717
AND/OR/NAND/NOR	30	30	25.65
buffers and inverters	16	23	13.57
multiplexers	1	1	1.487
flip-flops	10	10	37.36
AND-OR/OR-AND	18	18	18.22
-- worst register-to-register path, cell delays in order, from the launching register on --
cell and delay, ns:
dfrtp_1 0.44, ha_1 0.29, or2b_2 0.31, a21oi_1 0.19, a31oi_1 0.10, o31ai_2 0.19
-- synth_stat cells, drive strengths merged --
library cell	number
a2111oi	1
dlygate4sd3	1
nor2b	1
nand2	5
or2b	1
or4	2
dfstp	1
clkbuf	7
mux2i	1
o21ai	5
buf	2
a21boi	1
inv	6
a21oi	5
nand2b	2
a22o	1
o31ai	2
or2	1
nor3	5
dfrtp	9
a2bb2oi	1
ha	2
a22oi	1
nor2	9
a31oi	1
or3	3
nand4b	1
-- cell type report --
cell class              count  area (sq um)
multi-input cells          51         330.3
inverters                   6         22.52
fillers                   616          4593
flip-flops and latches     10         251.5
clock buffers               4         55.05
repair buffers             13         130.1
well taps                  72         90.09
-- flip-flops by register name, indices dropped and copies added, names as in the netlist --
register / flops
count: 4
ps: 6
-- path summary, 6_finish.rpt --
check	start	end	slack, ns	cells after the start
min in group asynchronous	rst	ps[5]	0.57	2
max in group asynchronous	rst	ps[0]	1.71	2
setup / recovery	ps[4]	light_MT[2]	0.33	3
setup reg to reg	count[1]	count[0]	0.99	5
hold reg to reg	count[0]	count[0]	0.52	1
hold / removal	count[0]	count[0]	0.52	1
-- through the flow --
| stage | cell area (sq um) | cells | utilization [%] |
|---|---|---|---|
| after floorplan | 673.1 | 77 | - |
| after global placement | 824.5 | 152 | 15.07 |
| after detailed placement | 824.5 | 152 | 15.07 |
| after CTS | 879.6 | 156 | 16.07 |
| after global routing | 879.6 | 156 | 16.07 |
| final | 879.6 | 156 | 16.07 |
Power and IR drop assume default switching activity.
